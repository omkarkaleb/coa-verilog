## design/flow/design.v

```verilog
module mux #(parameter WIDTH = 16) (
    input wire [WIDTH-1:0] a,
    input wire [WIDTH-1:0] b,
    input wire select,
    output wire [WIDTH-1:0] out
);
    assign out = select ? b : a;
endmodule
```

## design/flow/run.sh

```bash
#!/bin/bash
# OpenROAD 26Q1-2900-gdf79404cd8, Yosys 0.63+post, stock flow scripts
make -C /OpenROAD-flow-scripts/flow DESIGN_CONFIG=/design/flow/config.mk WORK_HOME=/design/flow/orfs finish
```

## design/flow/config.mk

```make
export PLATFORM = sky130hd
export DESIGN_NAME = mux
export DESIGN_NICKNAME = mux
export VERILOG_FILES = /design/flow/design.v
export SDC_FILE = /design/flow/constraint.sdc
export NUM_CORES = 4
export LEC_CHECK = 1
export CORE_AREA = 10 10 70 70
export DIE_AREA = 0 0 80 80
```

## design/flow/constraint.sdc

```tcl
current_design mux

set clk_period 1.0
set clk_io_pct 0.2

create_clock -name clk0 -period $clk_period

set non_clock_inputs [all_inputs -no_clocks]
set_input_delay [expr $clk_period * $clk_io_pct] -clock clk0 $non_clock_inputs
set_output_delay [expr $clk_period * $clk_io_pct] -clock clk0 [all_outputs]
```

==> deck_impl_summary.md <==
Synthesis and Place & Route Summary

Global route
  – First-pass GRT wire length: 2190 um
  – Largest net degree at the start of global routing: 9
  – Number of antenna violations at the first check in global routing: 0
  – Total Routing Usage GR: ~4.2%
  – Leftover overflow at the end of global routing: 0
  – Number of global-route vias before repair: roughly 430

Drt
  – Met1 wire length: between 700 and 800 um
  – Topmost layer with routed signal wires: met3
  – Routed met3 length: between 300 and 400 um
  – Met2 wirelength from detailed routing: 337 um
  – Iter 0 DRT Violations: 2
  – Diode insertion count for antenna repair: 0
  – Residual DRC count: 0
  – Routed vias: 359
  – Routed length per placed instance: 12.4 um
  – Detailed Route WL: 1410 um
  – Detail Route Antenna Nets: 0
  – Via/cell ratio: 3.18
  – First-pass detailed-route iteration total: 2

Setup path
  – Cells along the critical path: buf_12 > buf_12 > mux2_4 > buf_6
  – Stage delay of the slowest cell on the critical path: 0.30 ns
  – Critical Setup Path Class: input port to primary output
  – Startpoint type of the worst setup path: input port
  – Most frequent CP cell: sky130_fd_sc_hd__buf_12
  – Arrival time reported for the critical path endpoint: 0.86 ns
  – Category of the worst setup path capture point: primary output
  – Critical path destination: out[14]
  – Top fanout value on the critical path: 8
  – Cell with the largest stage delay on the worst path: sky130_fd_sc_hd__mux2_4
  – Launching element of the worst setup path: select
  – Required arrival time at the worst endpoint: 0.80 ns

Min path
  – Cell count of the worst hold path: 3
  – Worst Hold Class: input port to primary output

Power
  – Worst IR Drop VDD: approximately 0.15 mV
  – Static leakage: approximately 0.00042 uW
  – PwrDens: 379 nW/um^2

Floorplanning
  – Core footprint: approximately 3400 um^2
  – Initial Util: under 10%
  – Number of core rows: 21
  – Die area: roughly 6400 um^2
  – Number of primary I/O pins: between 40 and 50
  – Die span in y: around 80 um
  – Width of the die: 80 um

Run
  – Maximum Capacitance Violations: 0
  – Total number of warnings across the stage logs: 34

Final timing
  – Minimum clock period: 1.06 ns
  – Hold violation total from the final report: 0
  – Endpoints failing setup: 16
  – Final max-slew violation count: 0
  – Worst slew slack as a fraction of its limit: 95.3%
  – RSZ-0062 raised after global routing: yes
  – Final period utilization: 106%
  – Max Freq: 947 MHz
  – Worst-margin pin slew: 0.0710 ns
  – Final worst slack: -0.0564 ns

Logic synthesis
  – Warnings from Yosys: 0
  – Yosys stat area: between 200 and 250 um^2
  – Mean area per synthesized cell: roughly 14 um^2
  – Post-Synthesis Cells: 18
  – Seq share, synth: 0%
  – # Cells Yosys: 18
  – Synthesized area: 249 um^2
  – Number of library cell types mapped by synthesis: 4

Status
  – Status: finished with violations
  – Violated checks: setup timing

Layout
  – Top logic cells by instance count in the layout: sky130_fd_sc_hd__dlygate4sd2_1 (32), sky130_fd_sc_hd__mux2_4 (16), sky130_fd_sc_hd__buf_6 (11)
  – Syn-to-layout area delta: 219%
  – Most used logic cell in the final layout: sky130_fd_sc_hd__dlygate4sd2_1
  – Flip-flop and latch area: 0 um^2
  – Layout cell share with drive strength beyond 1: 52.2%
  – Count of sequential standard cells: 0
  – Finished Cell Area: 795 um^2
  – Clock buffer count in the final layout: 0

Placement
  – Total placed instance area: 786 um^2
  – Setup Slack @ Placement: -0.853 ns
  – Detail Placement HPWL: 1220 um
  – Input/output buffers: around 49
  – Gpl congestion: ~0.81

CTS
  – Hold Buf Count CTS: 0
[cells by family after synthesis]
kind of cell,Yosys count,share of synthesized area [%]
buffers and inverters,2,12.6
multiplexers,16,87.4
[synth_stat cells (all sizes together)]
cell type / n / area (um^2)
buf: 2 / 31.3
mux2: 16 / 218
[layout make-up]
cell class / count / area [um^2]
Fill cell: 374 / 2620
Timing Repair Buffer: 51 / 497
Multi-Input combinational cell: 16 / 240
Tap cell: 46 / 57.6
[how the worst min path moves through the flow]
stage	from	to	slack (ns)
CTS	a[9]	out[9]	0.80
global route	a[12]	out[12]	0.81
finish	a[5]	out[5]	0.79
[per-layer routing]
| layer | GRT usage, % | up-vias |
|---|---|---|
| met5 | 0 | - |
| met4 | 0 | 0 |
| met3 | 3.30 | 0 |
| met2 | 4.49 | 49 |
| met1 | 6.39 | 143 |
| li1 | - | 167 |
[per-stage QoR]
stage               instances  hold slack, ns  util, %  power (uW)  setup TNS [ns]
floorplan                  18           0.498        -        89.3               0
global placement          112            1.44     23.0         319          -13.02
detailed placement        112            1.44     23.0         319          -13.23
CTS                       113           0.801     22.3         286          -0.874
global route              113           0.812     23.3         326           -1.08
finish                    113           0.794     23.3         301          -0.817
[power by group]
part | switching [uW] | leakage (uW) | internal, uW
Sequential | 0 | 0 | 0
Combinational | 67.4 | 0.000417 | 234
Clock | 0 | 0 | 0
[worst max-delay path: cells and delay by family]
family | cells | cell delay, ns
buf+inv | 3 | 0.36
mux | 1 | 0.30
[what timing repair did]
| item | CTS | global route |
|---|---|---|
| resized | 102 | 5 |
| setup buffers | 0 | 0 |
| setup endpoints to repair | 16 | 16 |
| cloned | 1 | 0 |
| endpoints found under the hold margin | 0 | 0 |
Power figures rest on the tool's default switching activity, not on a simulated workload.
